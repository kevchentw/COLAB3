[design/flow/design.v]
module ALU(
  src1_i,
	src2_i,
  shmat_i,
	ctrl_i,
	result_o,
	zero_o
	);
input [32-1:0]  src1_i;
input  [32-1:0]	 src2_i;
input  [5-1:0]   shmat_i;
input  [4-1:0]   ctrl_i;
output [32-1:0]	 result_o;
output           zero_o;
reg    [32-1:0]  result_o;
wire             zero_o;
assign zero_o = (result_o == 0);
always @(*) begin
    case(ctrl_i)
        4'b0000: result_o = src1_i & src2_i;  
        4'b0001: result_o = src1_i | src2_i;  
        4'b0010: result_o = src1_i + src2_i;  
        4'b0110: result_o = src1_i - src2_i;  
        4'b0111: result_o = src1_i < src2_i ? 1:0;      
        4'b0011: result_o =  {src2_i[15:0], 16'h0000};              
        4'b1000: result_o = $signed(src2_i) >>> shmat_i;               
		  4'b1001: result_o = $signed(src2_i) >>> src1_i;               
		  4'b1011: result_o = src1_i * src2_i;
        default: result_o = 0;
    endcase
end
endmodule
[design/flow/run.sh]
#!/bin/bash
# OpenROAD 26Q1-2900-gdf79404cd8, Yosys 0.63+post, stock flow scripts
make -C /OpenROAD-flow-scripts/flow DESIGN_CONFIG=/design/flow/config.mk WORK_HOME=/design/flow/orfs finish
[design/flow/config.mk]
export PLATFORM = sky130hd
export DESIGN_NAME = ALU
export DESIGN_NICKNAME = ALU
export VERILOG_FILES = /design/flow/design.v
export SDC_FILE = /design/flow/constraint.sdc
export NUM_CORES = 4
export LEC_CHECK = 1
export CORE_UTILIZATION = 30
[design/flow/constraint.sdc]
current_design ALU

set clk_period 19.6
set clk_io_pct 0.2

create_clock -name clk0 -period $clk_period

set non_clock_inputs [all_inputs -no_clocks]
set_input_delay [expr $clk_period * $clk_io_pct] -clock clk0 $non_clock_inputs
set_output_delay [expr $clk_period * $clk_io_pct] -clock clk0 [all_outputs]
==> flow_metrics.tcl <==
# metrics dict for downstream scripts
set metrics [dict create \
    setup_tns_ns 0 \
    cts_resized 0 \
    placed_area_sq_mm 0.0247 \
    nClkBuffers 0 \
    die_w_microns 275 \
    antenna_found_initial 1 \
    ys_cells 2879 \
    flops 0 \
    common_cells "inv_1, fa_1, nor2_1" \
    portBuffers 106 \
    synth.avg_cell_area_sq_um 7.79 \
    top_cell_area_share 0.366 \
    grt_usage 0.279 \
    grt_max_degree 34 \
    p_leak_nw 11.7 \
    drtPass1Iterations 8 \
    cpPeakStageDelay_ns 0.86 \
    top_area_cell "fa_1" \
    warnings 96 \
    area_leaders "fa_1, ha_1, inv_1, nor2_1, nand2_1" \
    yosysChipArea_sq_mm 0.0224 \
    rsz0062_at_grt "false" \
    maxCapViolations 0 \
    crit_arrival_ns 14.16 \
    p_sw_frac 0.624 \
    fmax_ghz 0.0553 \
    post-route-cell-area_sq_mm 0.0247 \
    rows 99 \
    post_drt_wl_per_cell_microns 25.7 \
    hold_buffers 0 \
    first_global_vias 22097 \
    syn_inst 2879 \
    worst_pin_slew_ns 1.13 \
    place_congestion 1.07 \
    start_kind "input port" \
    regArea_sq_um 0 \
    fp_util 0.305 \
    core_sq_mm 0.0735 \
    logic_area_sq_mm 0.0199 \
    place_ws_ns 1.83 \
    grt_pass1_wl_microns 148000 \
    report.final.slew_viol_count 0 \
    drt-total-wl_microns 99600 \
    slowest_stage "nor4_1" \
    postCtsSetupRepairBufs 0 \
    drive_above_1_share 0.0457 \
    drtIter0Drc 1979 \
    path_max_fanout 23 \
    dieArea_sq_mm 0.0758 \
    ys_types 83 \
    final.min_clock_period_ns 18.08 \
    p_sw_mw 5.07 \
    vias 21411 \
    drc 0 \
    crit_type "input port to primary output" \
    synth_area_sq_mm 0.0224 \
    fill_cells 7747 \
    outcome "finished, final reports clean" \
    setup_viol 0 \
    fin_crit_sh 0.922 \
    power.density_mw_per_mm2 329 \
    relSlewSlack 0.242 \
    yosys_warnings 1 \
    hpwl_microns 79400 \
    hold_class "input port to primary output" \
    crit_required_ns 15.68 \
    ys_seq_frac 0 \
    cpMostUsedCell "fa_1" \
    setup_ws_ns 1.52 \
    overflow 0 \
    power.internal_mw 3.06 \
    detail_route.vias_per_cell 5.52 \
    hold_viol_final 0 \
    ioPinCount 106 \
    top_cell "inv_1" \
    critPathCaptureType "primary output" \
    die_h_microns 275 \
    synthToLayoutAreaGrowth_pct 10.4 \
    ant_nets 0 \
    worst_ir_drop_vdd_v 0.000494 \
]
==> critical path: cells and delay by family <==
family	cells	cell delay [ns]
adders and majority gates	9	4.33
and+or+nand+nor	7	2.31
buffers and inverters	8	2.07
AOI/OAI and AO/OA	4	1.50
==> kinds of logic after synthesis <==
kind of cell / count (synthesis) / share of synthesized area
muxes: 82 / 0.0398
xor gates and xnor gates: 104 / 0.0406
adders and majority gates: 629 / 0.488
and+or+nand+nor: 914 / 0.172
buffers and inverters: 653 / 0.111
AOI/OAI and AO/OA: 497 / 0.148
==> through the flow <==
| step | hold WS (ns) | instances | total power [mW] | utilization |
|---|---|---|---|---|
| finish | 9.38 | 3876 | 8.13 | 0.337 |
| global route | 9.44 | 3872 | 8.74 | 0.337 |
| CTS | 9.36 | 3872 | 7.90 | 0.337 |
| detailed placement | 9.36 | 3872 | 7.82 | 0.337 |
| global placement | 9.34 | 3872 | 7.82 | 0.337 |
| floorplan | 8.12 | 2879 | 5.03 | - |
==> metal layers <==
metal | vias up | part of all wire | global-route usage
met4 | 0 | 0.046 | 0.100
met5 | - | 0 | 0
li1 | 9358 | - | -
met2 | 1312 | 0.42 | 0.396
met1 | 10527 | 0.41 | 0.391
met3 | 214 | 0.13 | 0.111
==> final cells by class <==
cell class                      instances  area share
Multi-Input combinational cell       2226       0.806
Timing Repair Buffer                  197      0.0705
Tap cell                              959      0.0485
Inverter                              490      0.0743
Antenna cell                            4    0.000405
==> cells in the final DEF, fill, tap and decap left out, types with 13 or more instances in the layout <==
cell type	instances
ha_1	219
a21oi_1	108
buf_4	91
a21o_1	19
nor2_1	399
nor4_1	15
o21a_1	13
mux2i_1	69
o221ai_1	17
clkdlybuf4s50_1	106
o22ai_1	13
o211ai_1	18
clkinv_1	14
nor3_1	43
a221oi_1	19
nand3_1	33
fa_1	410
o21ai_0	105
xnor2_1	81
a211oi_1	23
a31oi_1	22
nand2_1	330
xor2_1	23
inv_1	470
nand2b_1	17
o21bai_1	15
a22oi_1	32
==> power by group through the flow <==
stage / Combinational, mW / Clock [mW] / Sequential, mW
after CTS: 7.90 / 0 / 0
after global routing: 8.74 / 0 / 0
==> final timing paths <==
kind                    from           to  slack, ns  cells after the start
setup / recovery   src2_i[5]       zero_o       1.52                     28
hold / removal    shmat_i[4]  result_o[4]       9.38                      6
Power figures rest on the tool's default switching activity, not on a simulated workload.
